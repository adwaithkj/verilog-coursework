--- design/flow/config.mk ---
export PLATFORM = sky130hd
export DESIGN_NAME = fsm
export DESIGN_NICKNAME = fsm
export VERILOG_FILES = /design/flow/design.v
export SDC_FILE = /design/flow/constraint.sdc
export NUM_CORES = 4
export LEC_CHECK = 1
export CORE_AREA = 10 10 70 70
export DIE_AREA = 0 0 80 80
--- design/flow/constraint.sdc ---
current_design fsm

set clk_period 1.0
set clk_io_pct 0.2

create_clock -name clk0 -period $clk_period [get_ports {clk}]

set non_clock_inputs [all_inputs -no_clocks]
set_input_delay [expr $clk_period * $clk_io_pct] -clock clk0 $non_clock_inputs
set_output_delay [expr $clk_period * $clk_io_pct] -clock clk0 [all_outputs]
--- design/flow/design.v ---
module fsm( input clk,
            input rstn,
            input in,
            output reg out);
    parameter   IDLE    =0,
                S1      =1,
                S11     =2,
                S110    =3,
                S1100   =4;
    reg[2:0] cur_state, next_state;
    always@(cur_state)begin
        if (cur_state==S1100)
        out=1;
        else
        out=0;
    end
    always @(posedge clk) begin
        if (!rstn)
            cur_state=IDLE;
        else
            cur_state<=next_state;
    end
    always@ (cur_state or in ) begin
        case(cur_state)
                IDLE: begin
                    if (in) next_state=S1;
                    else next_state=IDLE;
                end
                S1: begin
                    if (in) next_state=S11;
                    else next_state=IDLE;
                end
                S11: begin
                    if (in) next_state=S11;
                    else next_state=S110;
                end
                S110: begin
                    if (in) next_state=S1;
                    else next_state=S1100;
                end
                S1100: begin
                    if (in) next_state=S1;
                    else next_state=IDLE;
                end
        endcase
    end
endmodule
--- design/flow/run.sh ---
#!/bin/bash
# OpenROAD 26Q1-2900-gdf79404cd8, Yosys 0.63+post, stock flow scripts
make -C /OpenROAD-flow-scripts/flow DESIGN_CONFIG=/design/flow/config.mk WORK_HOME=/design/flow/orfs finish
==> results.json <==
{
  "chipArea_um2": 6400,
  "tightest_slew_ns": 0.2414,
  "leakagePower_nw": 0.1427,
  "cts_tree": "built",
  "cts_setup_buffers": 0,
  "crit_type": "flip-flop to output port",
  "ys_types": 12,
  "synth.area.top_cells": "dfxtp_1 30%, dlxtn_1 22%, and2_1 9.3%",
  "rsz0062_at_grt": "yes",
  "postSynthAreaPerCell_um2": 10.67,
  "root_buffer": "clkbuf_4",
  "lay_top_cells": "3 x and2_1, 3 x clkbuf_4, 3 x dfxtp_2, 3 x dlxtn_1, 3 x buf_4",
  "crit_required_ns": 0.80,
  "cts_buffers": 3,
  "unclocked_pins": 3,
  "drv_cap": 0,
  "numPortBuffers": 3,
  "dr.pass1.iters": 2,
  "core-area_um2": 3416,
  "critPathMaxFanout": 2,
  "p_per_area_nw_per_um2": 1037,
  "grt_pass1_vias": 138,
  "dp_cells": 71,
  "wl_um": 423,
  "period_minus_slack_ns": 0.9975,
  "arrival_ns": 0.80,
  "largest_area_cell": "dfxtp_1",
  "syn-cell-area_um2": 202.7,
  "untimed_endpoints": 3,
  "postLayoutCellArea_um2": 342.8,
  "ys_area_um2": 202.7,
  "min_path_type": "primary input to flip-flop",
  "place_area_um2": 312.8,
  "grt_pass1_wl_um": 655,
  "vias": 173,
  "hold_viol_final": 0,
  "vdd_drop_max_mv": 0.1234,
  "grt_usage": 0.01344,
  "finalCritPeriodShare": 0.9975,
  "ioPinCount": 4,
  "die_y_um": 80,
  "grt_max_degree": 8,
  "max_freq_ghz": 1.003,
  "nFillCells": 399,
  "antenna_found_initial": 0,
  "hold_slack_ns": 0.5814,
  "drc": 0,
  "syn_inst": 19,
  "final_util": 0.1004,
  "tool_warnings": 27,
  "final_layout_size_suffix_gt1_frac": 0.3793,
  "ys_cells": 19,
  "top_cell_area_share": 0.2963,
  "diodes": 0,
  "slew_headroom": 0.8368,
  "initCoreUtil": 0.05934,
  "via_per_inst": 2.307,
  "setup_viol": 0,
  "endpoint_kind": "output port",
  "outcome": "finished, final reports clean",
  "finalWeightedCongestion": 0.6916,
  "wire_per_inst_um": 5.640,
  "finalSetupTns_ns": 0,
  "drt_first_iter_violations": 8,
  "cts_buffer_depth": 2,
  "num_rows": 21,
  "path_clk_slew_ns": 0.04,
  "dieWidth_um": 80,
  "drv_slew": 0,
  "setup_ws_ns": 0.002544,
  "grt_overflow_total": 0,
  "ys_warn_count": 1,
  "power_uw": 355.5,
  "dp_slack_ns": -0.1658,
  "h-tree-depth": 1,
  "crit_path_start_kind": "flip-flop",
  "syn2layout_area_growth_pct": 69.14,
  "ant_nets": 0,
  "fin_cells": 75,
  "synth-seq-cells": 6
}
[power breakdown]
part           internal (mW)  switching (mW)
sequential             0.122        0.000866
combinational         0.0131         0.00709
clock                  0.150          0.0624
[layout make-up]
class                      count  area, µm²  area share
sequential                     6      108.9      0.3175
multi-input combinational     13      102.6      0.2993
tap                           46      57.56      0.1679
timing repair buffer           6      47.55      0.1387
clock buffer                   4      26.28     0.07664
[registers in the layout, indices dropped and copies added, names as in the netlist]
register and flops:
next_state 3, cur_state 3
[cell families (layout without fill, tap and decap cells)]
group / count (synthesis) / count (layout) / synth area share
compound gates: 4 / 4 / 0.1420
buf+inv: 0 / 10 / 0
simple gates: 9 / 9 / 0.3395
latches: 3 / 3 / 0.2222
flops: 3 / 3 / 0.2963
[path summary, 6_finish.rpt]
check / from / to / slack, ns / cells after the start
worst max-delay path: cur_state[1] / out / 0.003 / 2
worst min-delay path: rstn / cur_state[1] / 0.58 / 2
[worst max-delay path: stages (launching register included)]
cell,delay (ns)
dfxtp_2,0.31
nor3b_2,0.15
buf_2,0.10
[cells in the mapped netlist]
library cell,number
a211o_1,1
and4bb_1,1
nand2b_1,1
nand3b_1,1
nor4b_1,1
dfxtp_1,3
o21a_1,1
nor3b_1,2
dlxtn_1,3
and2_1,3
a21o_1,1
a21oi_1,1
[timing repair]
item,CTS,global route
pin swaps,1,0
hold buffers,0,0
cloned,0,0
setup endpoints to repair,1,1
gates resized,7,0
[metal layers]
metal	up-vias	GRT usage	wire length [µm]
li1	89	-	-
met1	76	0.01466	177
met2	6	0.01445	192
met3	2	0.01250	29
met4	0	0.01232	24
met5	-	0	0
