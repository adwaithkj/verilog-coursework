$ cat flow/design.v
module rca (output co, output [BITS-1:0] sum, input [BITS-1:0] a0,a1,input ci);
parameter BITS=8;
wire [BITS:0] carry;
assign carry[0]=ci;
genvar i;
generate for (i=0 ; i<BITS; i=i+1) begin: rca_loop
    wire w1,w2,w3;
    xor x1( w1,a0[i],a1[i]);
    xor x2( sum[i], w1,carry[i]);
    and a1( w2,a0[i],a1[i]);
    and a2( w3,w1,carry[i]);
    or o1( carry[i+1],w2,w3);
end
endgenerate 
assign co=carry[BITS];
endmodule
$ cat flow/run.sh
#!/bin/bash
# OpenROAD 26Q1-2900-gdf79404cd8, Yosys 0.63+post, stock flow scripts
make -C /OpenROAD-flow-scripts/flow DESIGN_CONFIG=/design/flow/config.mk WORK_HOME=/design/flow/orfs finish
$ cat flow/config.mk
export PLATFORM = sky130hd
export DESIGN_NAME = rca
export DESIGN_NICKNAME = rca
export VERILOG_FILES = /design/flow/design.v
export SDC_FILE = /design/flow/constraint.sdc
export NUM_CORES = 4
export LEC_CHECK = 1
export CORE_AREA = 10 10 70 70
export DIE_AREA = 0 0 80 80
$ cat flow/constraint.sdc
current_design rca

set clk_period 6.1
set clk_io_pct 0.2

create_clock -name clk0 -period $clk_period

set non_clock_inputs [all_inputs -no_clocks]
set_input_delay [expr $clk_period * $clk_io_pct] -clock clk0 $non_clock_inputs
set_output_delay [expr $clk_period * $clk_io_pct] -clock clk0 [all_outputs]
==> flow_metrics.py <==
# Generated from Yosys and OpenROAD reports
metrics = {
    "status": {
        "status": "finished, final reports clean",
    },
    "final_timing": {
        "hold_violations": 0,
        "finalCriticalPeriod_ps": 5900,
        "timing.fmax_ghz": 0.170,
        "rsz0062_at_grt": "false",
        "finalCritPeriodShare": 0.967,
        "worst_slew_pin_slew_ps": 98.8,
        "slew_viol_final": 0,
        "finalSetupViolations": 0,
        "slew-limit-headroom": 0.934,
    },
    "route": {
        "wirelength_um": 754,
        "drc": 0,
        "viasPerCell": 2.30,
        "num_vias": 207,
        "ant_nets": 0,
        "first_pass_iters": 2,
        "initialDrtViolationCount": 2,
        "wl_per_cell_um": 8.38,
        "num_antenna_cells": 0,
    },
    "finish": {
        "design_area_sq_um": 528,
        "layout-drive-gt1-share": 0.273,
        "fin_util": 0.155,
        "design.seq.count": 0,
        "seq_area_sq_um": 0,
        "area_growth_pct": 167,
        "stdcell_count": 90,
        "nClkBuffers": 0,
    },
    "grt": {
        "grt_pass1_vias": 247,
        "antenna_found_initial": 0,
        "grt_usage": 0.0228,
        "grt_remaining_overflow": 0,
        "grt_pass1_wl_um": 1150,
        "grt_max_degree": 2,
    },
    "critical_path": {
        "path_buffers": 6,
        "cpLargestDelayFamily": "adder cells",
        "max_stage_delay_ps": 400,
        "critPathSlowestCell": "fa_1",
        "cp_data_required_time_ps": 4880,
        "crit_top_cell": "fa_2",
        "crit_fanout": 1,
        "crit_type": "in -> out",
        "worstPathArrival_ps": 4680,
        "path_cells": "dlygate4sd2_1 -> inv_2 -> fa_2 -> inv_2 -> fa_2 -> fa_2 -> fa_2 -> fa_2 -> fa_2 -> fa_2 -> inv_2 -> fa_1 -> inv_1 -> dlygate4sd2_1",
        "setup.worst_path.start_class": "input port",
        "endpoint_kind": "primary output",
        "cp_num_cells": 14,
    },
    "synth": {
        "yosysSeqAreaShare": 0,
        "common_cells": "10 x inv_1, 8 x fa_1",
        "synth.largest_area_cell": "fa_1",
        "yosysTopAreaCellShare": 0.810,
        "synth_chip_area_sq_um": 198,
        "synthTopCellsByArea": "fa_1 81%, inv_1 19%",
        "top_cell": "inv_1",
        "avgSynthCellArea_sq_um": 11.0,
        "ys_cells": 18,
        "ys_warn_count": 0,
        "netlist_area_sq_um": 198,
        "synth.distinct_cells": 2,
        "netlist_instances": 18,
    },
    "floorplanning": {
        "fp.coreArea_sq_um": 3420,
        "die_h_um": 80,
        "initCoreUtil": 0.0579,
        "num_rows": 21,
        "design.die.area_sq_um": 6400,
        "top_level_ports": 26,
        "die_x_um": 80,
    },
    "power": {
        "leakagePower_nw": 0.208,
        "peakVddDrop_mv": 0.0341,
        "p_per_area_nw_per_um2": 84.9,
    },
    "place": {
        "io_buffers": 26,
        "place_inst": 90,
        "hpwl_um": 762,
        "dpl-instance-area_sq_um": 515,
        "place_congestion": 0.786,
    },
    "clock_tree": {
        "cts_setup_buffers": 0,
    },
    "worst_hold_path": {
        "holdPathStages": 5,
        "hp-class": "in -> out",
    },
    "run": {
        "warnings": 32,
        "maxCapViolations": 0,
    },
}
per-layer routing:
metal | part of all wire | wire, um | track usage | up-vias
li1 | - | - | - | 96
met1 | 0.43 | 321 | 0.0292 | 86
met2 | 0.25 | 189 | 0.0273 | 25
met3 | 0.32 | 242 | 0.0239 | 0
met4 | 0 | 0 | 0 | 0
met5 | 0 | 0 | 0 | -
layout by cell type (no fill, tap or decap):
| cell | count |
|---|---|
| fa_2 | 7 |
| fa_1 | 1 |
| inv_1 | 5 |
| dlygate4sd2_1 | 4 |
| inv_2 | 5 |
| clkdlybuf4s50_1 | 22 |
tightest hold or removal path: stages:
cell	delay, ps
clkdlybuf4s50_1	390
inv_1	60
fa_1	150
inv_1	30
dlygate4sd2_1	230
what timing repair did:
action                                  in CTS  in global routing
hold buffers                                 0                  0
endpoints found under the setup margin       2                  0
gates resized                               16                  0
cells by family (layout without fill, tap and decap cells):
logic type  count (synthesis)  in the layout  synth area share
buf+inv                    10             36             0.190
fa+ha+maj                   8              8             0.810
worst paths after layout:
| kind | startpoint | to |
|---|---|---|
| max | ci | sum[7] |
| min | a1[7] | sum[7] |
per-stage QoR:
step | setup TNS [ps] | hold WS, ps | power (mW) | setup WS, ps
2_1_floorplan | 0 | 2550 | 0.00642 | 664
3_3_place_gp | -376 | 3490 | 0.0451 | -353
3_5_place_dp | -398 | 3490 | 0.0448 | -358
4_1_cts | 0 | 3310 | 0.0459 | 168
5_1_grt | 0 | 3360 | 0.0513 | 36.5
6_report | 0 | 3310 | 0.0448 | 204
layout make-up:
cell class | instances | area (sq um)
multi-input cells | 8 | 178
fillers | 391 | 2890
repair buffers | 26 | 255
well taps | 46 | 57.6
inverters | 10 | 37.5
where the power goes:
part	internal, mW	switching, mW	leakage (nW)	total, mW
registers	0	0	0	0
clock network	0	0	0	0
logic	0.0322	0.0126	0.208	0.0448
Power is estimated from default activity; no workload was simulated.
