$ cat /design/flow/constraint.sdc
current_design updowncounter

set clk_period 1.4
set clk_io_pct 0.2

create_clock -name clk0 -period $clk_period [get_ports {clk}]

set non_clock_inputs [all_inputs -no_clocks]
set_input_delay [expr $clk_period * $clk_io_pct] -clock clk0 $non_clock_inputs
set_output_delay [expr $clk_period * $clk_io_pct] -clock clk0 [all_outputs]
$ cat /design/flow/run.sh
#!/bin/bash
# OpenROAD 26Q1-2900-gdf79404cd8, Yosys 0.63+post, stock flow scripts
make -C /OpenROAD-flow-scripts/flow DESIGN_CONFIG=/design/flow/config.mk WORK_HOME=/design/flow/orfs finish
$ cat /design/flow/config.mk
export PLATFORM = sky130hd
export DESIGN_NAME = updowncounter
export DESIGN_NICKNAME = updowncounter
export VERILOG_FILES = /design/flow/design.v
export SDC_FILE = /design/flow/constraint.sdc
export NUM_CORES = 4
export LEC_CHECK = 1
export CORE_AREA = 10 10 70 70
export DIE_AREA = 0 0 80 80
$ cat /design/flow/design.v
module updowncounter(clk,rst,s,count);
input clk,rst,s; 
output reg [3:0] count;
initial count=4'b0000;
always @(posedge (clk) or posedge(rst))
begin
if (rst==1'b1)
    count<=0;
else
    if (s==1)
        if (count==4'b1100)
            count=0;
        else    
            count<=count+1;
    else
        if (count==0)
            count=4'b1100;
        else
            count<=count-1;
end
endmodule
==> run_results.csv <==
group,metric,value,unit
detailed_routing,drt_drc_violations_left,0,
placement,port_buffers,6,
layout,top_register,"count",
placement,gp_congestion,0.8208,
global_routing,grt_overflow,0,
synthesis,netlist_instances,34,
job,drv_cap,0,
synthesis,synth_stat.cells,34,
synthesis,synth_cell_types,24,
setup_path,worstPathMaxFanout,3,
synthesis,yosysTopAreaCellShare,0.3333,
floorplan,coreArea,3416,µm²
final_timing,setup-violations-final,0,
final_timing,max_slew.worst_pin.slew,285.8,ps
synthesis,ys_warn_count,1,
layout,synthToLayoutAreaGrowth,62.50,%
setup_path,worstSetupStartpointType,"register",
status,status,"finished clean",
placement,hpwl,525.9,µm
clock_network,clock_latency,240,ps
clock_network,cts_made_buffers,3,
synthesis,syn_avg_cell_area,8.832,µm²
clock_network,cts_tree,"done",
detailed_routing,totalWireLength,797,µm
final_timing,fin_crit,1372,ps
layout,fillCellCount,391,
job,tool_warnings,26,
power_and_ir_drop,power,0.001039,W
layout,fin_cells,94,
global_routing,grt_max_degree,9,
synthesis,ys.flop_type,"dfrtp_1",
power_and_ir_drop,power_leakage,0.2057,nW
layout,largest_reg_flops,4,
final_timing,slew_headroom,0.8089,
clock_network,cts-root-buf,"clkbuf_4",
synthesis,edf_count,0,
detailed_routing,vias,326,
layout,drive_gt1_frac,0.2708,
layout,seq_area,100.1,µm²
floorplan,rows,21,
detailed_routing,num_antenna_cells,0,
floorplan,floorplan.core_util,0.08791,
min_path,hold_class,"input port to async pin",
detailed_routing,viasPerCell,3.468,
floorplan,die_y,80,µm
final_timing,fin_crit_sh,0.9802,
synthesis,synth_flops,4,
setup_path,critPathKind,"register to primary output",
final_timing,skew,8.377,ps
power_and_ir_drop,ir_worst_vdd,0.4687,mV
synthesis,netlist_area,300.3,µm²
synthesis,topCellsByArea,"dfrtp_1 (33%), ha_1 (8.3%), inv_1 (5.0%), nand2_1 (5.0%), nor4_2 (4.2%)",
layout,stdcell_area,488.0,µm²
floorplan,dieWidth,80,µm
clock_network,cts_hold_buf,0,
detailed_routing,drtAntennaViolNets,0,
setup_path,cp-end-kind,"primary output",
layout,reg_top3,"count: 4 flops",
placement,dp_cells,88,
synthesis,synthArstFlopShare,1.000,
floorplan,chipArea,6400,µm²
clock_network,path_clk_slew,40,ps
synthesis,ys_seq_frac,0.3333,
clock_network,clock_sinks,4,
floorplan,boundaryPins,7,
setup_path,worst_path_max_delay_cell,"clkdlybuf4s50_1",
global_routing,grt_pass1_wl,1214,µm
detailed_routing,drtPass1Iterations,4,
layout,lay_top_cells,"buf_4 (7), clkdlybuf4s50_1 (5), inv_1 (4), nand2_1 (4), dfrtp_1 (4)",
layout,post-route-util,0.1429,
clock_network,h-tree-depth,1,
setup_path,crit_family,"buffers and inverters",
global_routing,grt_pass1_vias,278,
final_timing,fmax,0.7287,GHz
setup_path,cp.required,1120,ps
layout,logic_area,181.4,µm²
layout,lay_top_count,"buf_4",
setup_path,arrival,1090,ps
final_timing,hold_viol,0,
setup_path,crit_chain,"clkdlybuf4s50_1",
synthesis,post-synth-top-area-cell,"dfrtp_1",
final_timing,rsz0062_at_grt,"no",
global_routing,track_usage,0.02298,
global_routing,antenna_found_initial,0,
clock_network,clockBufferDepth,2,
detailed_routing,wl_per_cell,8.479,µm
synthesis,ys_area,300.3,µm²
detailed_routing,drt-initial-drc-count,21,
power_and_ir_drop,p_per_area,2130,nW/µm²
final_timing,drv_slew,0,
placement,dpl_cell_area,431.7,µm²
setup_path,max_stage_delay,480,ps
setup_path,path_buffers,1,
==> routing by layer <==
layer	vias up	part of all wire	global-route usage
met4	0	0	0.003521
met2	26	0.41	0.03130
met3	0	0.15	0.01364
li1	152	-	-
met1	148	0.44	0.03077
met5	-	0	0
==> metrics by stage <==
step / worst slack (ps) / hold WS [ps] / setup TNS, ps
floorplan: 181.2 / 46.08 / 0
global placement: -82.23 / 469.8 / -215.1
detailed placement: -84.42 / 472.0 / -201.3
CTS: 19.76 / 215.7 / 0
global route: 0.5514 / 236.5 / 0
finish: 27.65 / 216.0 / 0
==> cells in the mapped netlist (2+ instances only) <==
cell type	count
dfrtp_1	4
inv_1	4
nand2_1	4
ha_1	2
==> final timing paths <==
path | startpoint | endpoint | slack, ps | cells past startpoint
worst max-delay path | count[0]$_DFF_PP0_ | count[0] | 30 | 1
worst min-delay path | rst | count[1]$_DFF_PP0_ | 220 | 2
worst max register to register | count[0]$_DFF_PP0_ | count[3]$_DFF_PP0_ | 90 | 5
worst min register to register | count[0]$_DFF_PP0_ | count[0]$_DFF_PP0_ | 610 | 2
max in group asynchronous | rst | count[0]$_DFF_PP0_ | 1030 | 2
min in group clk0 | count[0]$_DFF_PP0_ | count[0]$_DFF_PP0_ | 610 | 2
==> logic make-up (layout without fill, tap and decap cells) <==
logic type | after synthesis | count (layout) | synth area share
simple gates | 13 | 13 | 0.2583
compound gates | 8 | 8 | 0.1875
buf+inv | 6 | 20 | 0.1041
flops | 4 | 4 | 0.3333
fa+ha+maj | 2 | 2 | 0.08332
mux | 1 | 1 | 0.03333
==> report_power, final <==
part | internal, W | total, W | switching [W]
clock network | 0.0000959 | 0.000145 | 0.0000486
registers | 0.000178 | 0.000233 | 0.0000549
logic | 0.000369 | 0.000662 | 0.000293
==> layout make-up <==
class | instances | share of cell area
Multi-Input combinational cell | 24 | 0.3718
Clock buffer | 3 | 0.04615
Inverter | 4 | 0.03077
Sequential cell | 4 | 0.2051
Timing Repair Buffer | 13 | 0.2282
Tap cell | 46 | 0.1179
==> timing repair <==
item	4_1_cts	5_1_grt
endpoints found under the hold margin	0	0
resized	1	2
pin swaps	0	1
buffers inserted	3	0
endpoints found under the setup margin	4	1
Power figures rest on the tool's default switching activity, not on a simulated workload.
